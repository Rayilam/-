==> design/flow/design.v <==
`timescale 1ns / 1ps
module adder(
    input [7:0] operand0,
    input [7:0] operand1,
    output [7:0] result
    );
   assign result = operand0 + operand1;
endmodule
==> design/flow/constraint.sdc <==
current_design adder

set clk_period 4.6
set clk_io_pct 0.2

create_clock -name clk0 -period $clk_period

set non_clock_inputs [all_inputs -no_clocks]
set_input_delay [expr $clk_period * $clk_io_pct] -clock clk0 $non_clock_inputs
set_output_delay [expr $clk_period * $clk_io_pct] -clock clk0 [all_outputs]
==> design/flow/run.sh <==
#!/bin/bash
# OpenROAD 26Q1-2900-gdf79404cd8, Yosys 0.63+post, stock flow scripts
make -C /OpenROAD-flow-scripts/flow DESIGN_CONFIG=/design/flow/config.mk WORK_HOME=/design/flow/orfs finish
==> design/flow/config.mk <==
export PLATFORM = sky130hd
export DESIGN_NAME = adder
export DESIGN_NICKNAME = adder
export VERILOG_FILES = /design/flow/design.v
export SDC_FILE = /design/flow/constraint.sdc
export NUM_CORES = 4
export LEC_CHECK = 1
export CORE_AREA = 10 10 70 70
export DIE_AREA = 0 0 80 80
==> impl_metrics.json <==
{
  "wl_per_cell_um": 10.1,
  "synth_area_sq_um": 332,
  "power_switching_uw": 27.2,
  "drt_wl_total_mm": 1.13,
  "vias_per_cell": 3.49,
  "detail-route-antenna-nets": 0,
  "synth_adder_area_share_pct": 32.5,
  "yosys_cells": 42,
  "gp_congestion": 0.719,
  "rsz0062_at_grt": "false",
  "grt_pass1_vias": 393,
  "chipArea_sq_um": 6400,
  "sw_frac_of_total_pct": 34.9,
  "syn_inst": 42,
  "hold_slack_ps": 2860,
  "ys_area_sq_um": 332,
  "max-cap-violations": 0,
  "ff_count": 0,
  "yosys_warnings": 0,
  "gr-usage-all-layers_pct": 3.40,
  "core_sq_um": 3420,
  "die_y_um": 80,
  "critPathRequiredTime_ps": 3680,
  "die_w_um": 80,
  "worst_setup_path_start_kind": "input pin",
  "warning_count": 32,
  "setup_viol": 0,
  "worst_pin_slew_ps": 416,
  "maxSlewViolCount": 0,
  "synthToLayoutAreaGrowth_pct": 89.8,
  "xor_area_share_pct": 10.6,
  "p_per_area_nw_per_um2": 124,
  "avgSynthCellArea_sq_um": 7.89,
  "hold_class": "in -> out",
  "ir_drop_mv": 0.0362,
  "ys_sh_simple_pct": 14.0,
  "antenna_found_initial": 0,
  "hold_violations": 0,
  "max_slew_margin_pct": 72.1,
  "firstDrtPassIters": 4,
  "grt_pass1_wl_mm": 1.83,
  "leakage_uw": 0.000242,
  "grt_start_max_net_pins": 7,
  "drc_errors": 0,
  "layout-drive-gt1-share_pct": 1.52,
  "pwr-share-seq_pct": 0,
  "ioPinCount": 24,
  "cp_max_fo": 3,
  "vias": 391,
  "port_buffers": 24,
  "intPower_uw": 50.7,
  "mux_area_share_pct": 0,
  "worstSetupEndpointType": "primary output",
  "n_antenna_cell": 0,
  "max_freq_mhz": 257,
  "register_area_sq_um": 0,
  "comb_power_share_pct": 100.0,
  "crit_type": "in -> out",
  "holdBufCountCts": 0,
  "rows": 21,
  "grt_overflow": 0,
  "cts_resized": 0,
  "min_period_ps": 3890,
  "initialDrtViolationCount": 28,
  "nFillCells": 394,
  "synthAoiAreaFrac_pct": 37.4,
  "initCoreUtil_pct": 9.71,
  "finalClockPeriodUsage_pct": 84.5,
  "p_clk_share_pct": 0,
  "critPathArrivalTime_ps": 2970,
  "tns_ps": 0,
  "top_logic_kind": "AND-OR/OR-AND gates",
  "dp_hpwl_mm": 1.03,
  "status": "completed",
  "cts_setup_buffers": 0,
  "yosys.cell_types.count": 23,
  "yosys.stat.seqShare_pct": 0,
  "n_clock_buffer": 0
}
## power by group through the flow
stage / clock (uW) / sequential (uW) / combinational, uW
after CTS: 0 / 0 / 80.3
after global routing: 0 / 0 / 87.8
final: 0 / 0 / 77.9
## cells by family after synthesis
family | count (synthesis)
compound gates | 18
xor+xnor | 4
fa+ha+maj | 8
buf+inv | 5
simple gates | 7
## through the flow
| step | instances | cell area (sq um) | setup slack [ps] | utilization (%) | total power (uW) |
|---|---|---|---|---|---|
| finish | 112 | 629 | 712 | 18.4 | 77.9 |
| CTS | 112 | 629 | 674 | 18.4 | 80.3 |
| global route | 112 | 629 | 614 | 18.4 | 87.8 |
| floorplan | 42 | 332 | 1780 | - | 33.1 |
| global placement | 112 | 629 | 702 | 18.4 | 79.2 |
| detailed placement | 112 | 629 | 671 | 18.4 | 79.4 |
## layer usage
metal,global-route usage [%],up-vias,part of all wire (%)
met5,0,-,0
li1,-,211,-
met1,4.43,160,42
met3,2.05,0,17
met2,4.98,20,40
met4,0,0,0
## critical path: stages
cell	delay, ps
clkdlybuf4s50_1	460
ha_1	190
inv_1	60
fa_1	430
nor2b_4	140
o311ai_0	120
o311ai_1	120
clkdlybuf4s50_1	520
## final timing paths
path,from,end,slack [ps],depth (start not counted)
max,operand0[0],result[6],710,8
min,operand1[0],result[0],2860,3
## final cells by class
class	instances	area (sq um)	share of cell area [%]
Multi-Input combinational cell	37	313	49.7
Inverter	5	18.8	2.98
Tap cell	46	57.6	9.15
Timing Repair Buffer	24	240	38.2
## cell usage in the layout (no fill, tap or decap), types with 2 or more instances in the layout
| cell type | Yosys | routed |
|---|---|---|
| xor2_1 | 2 | 2 |
| ha_1 | 7 | 7 |
| clkdlybuf4s50_1 | 0 | 24 |
| xnor2_1 | 2 | 2 |
| o21ai_0 | 2 | 2 |
| o211ai_1 | 3 | 3 |
| inv_1 | 5 | 5 |
| a21oi_1 | 5 | 5 |
## cells in the mapped netlist
master / n / area (sq um)
o311ai_1: 1 / 8.76
nor2b_4: 1 / 13.8
nor3_1: 1 / 5.00
o211ai_1: 3 / 22.5
o21ai_0: 2 / 10.0
inv_1: 5 / 18.8
nor2_1: 1 / 3.75
nor3b_1: 1 / 7.51
a21oi_1: 5 / 25.0
a221oi_1: 1 / 8.76
nand2_1: 1 / 3.75
a211oi_1: 1 / 7.51
xor2_1: 2 / 17.5
nor2b_1: 1 / 6.26
fa_1: 1 / 20.0
xnor2_1: 2 / 17.5
nand2b_1: 1 / 6.26
ha_1: 7 / 87.6
o2bb2ai_1: 1 / 8.76
o21a_1: 1 / 7.51
o311ai_0: 1 / 8.76
o31a_1: 1 / 8.76
a21o_1: 1 / 7.51
Power is estimated from default activity; no workload was simulated.
