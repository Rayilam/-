===== flow/constraint.sdc =====
current_design mips_cpu

set clk_period 67.2
set clk_io_pct 0.2

create_clock -name clk0 -period $clk_period [get_ports {clk}]

set non_clock_inputs [all_inputs -no_clocks]
set_input_delay [expr $clk_period * $clk_io_pct] -clock clk0 $non_clock_inputs
set_output_delay [expr $clk_period * $clk_io_pct] -clock clk0 [all_outputs]

===== flow/design.v =====
`timescale 10 ns / 1 ns
module alu(
	input [32 - 1:0] A,
	input [32 - 1:0] B,
	input [2:0] ALUop,
	output Overflow,
	output CarryOut,
	output Zero,
	output [32 - 1:0] Result
);
parameter AND =3'b000;
parameter OR  =3'b001;
parameter ADD =3'b010;
parameter SUB =3'b110;
parameter SLT =3'b111;
wire [32 - 1:0] and_res;
wire [32 - 1:0] or_res;
wire [32 - 1:0] add_sub_res;
wire [32 - 1:0] slt_res;
assign and_res =A&B;
assign or_res  =A|B;
wire [32 - 1:0] add_r;
wire [32 - 1:0] a;
wire [32 - 1:0] b;
wire s;
wire carry;
assign a = A;
assign b = (ALUop ==ADD)? B : ~B;
assign s = ALUop[2];
assign {carry,add_r} = {0,a} + {0,b} + s;
assign add_sub_res = add_r; 
assign Overflow = ((a[31]==0 && b[31]==0 && add_r[31]==1) || (a[31]==1 && b[31]==1 && add_r[31]==0))?1:0;
assign CarryOut = carry ^ s;
assign slt_res = add_r[31] ^ Overflow;
assign Result = ({ 32{ ALUop == ADD || ALUop == SUB} } & add_sub_res ) |
                ({ 32{ ALUop == AND } } & and_res) |
                ({ 32{ ALUop == OR  } } & or_res)  |
                ({ 32{ ALUop == SLT } } & slt_res) ;
assign Zero = Result? 0 : 1;
endmodule
`timescale 10 ns / 1 ns
module reg_file(
	input clk,
	input rst,
	input [5 - 1:0] waddr,
	input [5 - 1:0] raddr1,
	input [5 - 1:0] raddr2,
	input wen,
	input [32 - 1:0] wdata,
	output [32 - 1:0] rdata1,
	output [32 - 1:0] rdata2
);
    reg [31:0] r [31:0];
    always @ (posedge clk) begin
        if (waddr == 5'd0) begin
            r[waddr] <= 32'b0;
        end
        else if (wen && waddr != 5'd0) begin
            r[waddr] <= wdata;
        end
    end
    assign rdata1 = r[raddr1];
    assign rdata2 = r[raddr2];
endmodule
`timescale 10ns / 1ns
module mips_cpu(
	input  rst,
	input  clk,
	output reg [31:0] PC,
	input  [31:0] Instruction,
	output [31:0] Address,
	output MemWrite,
	output [31:0] Write_data,
	output [3:0] Write_strb,
	input  [31:0] Read_data,
	output MemRead
);
localparam AND  =3'b000;
localparam OR   =3'b001;
localparam ADD  =3'b010;
localparam SUB  =3'b110;
localparam SLT  =3'b111;
localparam SLTU =3'b011;
localparam XOR  =3'b100;
localparam NOR  =3'b101;
	wire			RF_wen;
	wire [4:0]		RF_waddr;
	wire [31:0]		RF_wdata;
	wire [5:0] opcode;
	wire [4:0] rs;
	wire [4:0] rt;
	wire [4:0] rd;
	wire [4:0] shamt;
	wire [5:0] func;
	wire [15:0] immediate;
	wire [25:0] instr_index;
	assign opcode = Instruction [31:26];
	assign rs     = Instruction [25:21];
	assign rt     = Instruction [20:16];
	assign rd     = Instruction [15:11];
	assign shamt  = Instruction [10:6];
	assign func   = Instruction [5:0];
	assign immediate  = Instruction [15:0];
	assign instr_index = Instruction [25:0];
  wire RegDst;   
  wire [31:0] rdata1;
  wire [31:0] rdata2;
  wire [4:0]  raddr1;
  wire [4:0]  raddr2;
  wire [31:0] alu_A;
  wire [31:0] alu_B;
  wire [31:0] alu_result;
  wire [3:0]  aluop;
  wire zero;
  wire overflow;
  wire carryout;
wire R_C;  
wire Shift;  
wire R_J;  
wire Move;  
wire Regimm;  
wire Jump;  
wire I_B;  
wire I_C;  
wire Load; 
wire Store; 
wire Jalr;
wire Jal;
wire Lui;
assign RegDst = (opcode[5:0] == 6'b000000)?1:0;
assign R_C = (RegDst && (func[5] ==1'b1))?1:0;
assign Shift = (RegDst && (func[5:3] == 3'b000))?1:0;
assign R_J = (RegDst && ( {func[5:3],func[1]} == 4'b0010))?1:0;
assign Move = (RegDst && ( {func[5:3],func[1]} == 4'b0011))?1:0;
assign Regimm = (opcode [5:0] == 6'b000001)?1:0;
assign Jump = (opcode[5:1] == 5'b00001)?1:0;
assign I_B = (opcode [5:2] == 4'b0001)?1:0;
assign Lui = (opcode [5:0] == 6'b001111)?1:0;
assign I_C = (!Lui && (opcode [5:3] == 3'b001))?1:0;
assign Load = opcode[5]&(~opcode[3]);
assign Store = opcode[5]&opcode[3];
assign Jalr = (R_J && func[0])?1:0; 
assign Jal = (Jump && opcode[0])?1:0;
assign MemRead=Load;
assign MemWrite=Store;
assign Address[31:0] = {alu_result [31:2],2'b0};
wire [31:0] extend;
wire [31:0] lui_extend;
wire [31:0] zero_extend;
wire [31:0] sign_extend;
assign lui_extend = {immediate[15:0],16'b0};
assign zero_extend = {16'b0,immediate[15:0]};
assign sign_extend = {{16{immediate[15]}},immediate[15:0]};
assign extend = (!Lui && (opcode[5:2] == 4'b0011))?zero_extend:(Lui?lui_extend:sign_extend);
wire move_c;
assign move_c = Move? func[0]^(rdata2 == 0):0;
wire regimm_c;
assign regimm_c = Regimm? Instruction[16]^alu_result:0;
wire Ib1;
wire Ib2;
wire Ib_c1;
wire Ib_c2;
assign Ib1 = (I_B && (opcode[1] == 0))?1:0;
assign Ib2 = (I_B && (opcode[1] == 1))?1:0;
assign Ib_c1 = Ib1? opcode[0]^zero:0;
assign Ib_c2 = Ib2? (opcode[0]? (rdata1 !=32'd0 & ~alu_result):(rdata1==32'd0 | alu_result)):0;
wire Branch;
assign Branch = Regimm? regimm_c:
                Ib1?Ib_c1:
                Ib2?Ib_c2:0;
wire [31:0] lb_data;
wire [31:0] lh_data;
wire [31:0] lhu_data;
assign lb_data = (Load&alu_result[1]&&alu_result[0])?Read_data[31:24]:
                 (Load&alu_result[1]&&!alu_result[0])?Read_data[23:16]:
                 (Load&!alu_result[1]&&alu_result[0])?Read_data[15:8]:
                 Read_data[7:0];
assign lh_data = (Load&&!alu_result[1]&&!alu_result[0])?{{16{Read_data[15]}},Read_data[15:0]}:{{16{Read_data[31]}},Read_data[31:16]};
assign lhu_data = (Load&&!alu_result[1]&&!alu_result[0])?{16'b0,Read_data[15:0]}:{16'b0,Read_data[31:16]};
wire [31:0] lwl_data;
wire [31:0] lwr_data;
assign lwl_data = (Load&&!alu_result[1]&&!alu_result[0])?{Read_data[7:0],rdata2[23:0]}:
                  (Load&&!alu_result[1]&&alu_result[0])?{Read_data[15:0],rdata2[15:0]}:
                  (Load&&alu_result[1]&&!alu_result[0])?{Read_data[23:0],rdata2[7:0]}:
                  Read_data[31:0];
assign lwr_data = (Load&&!alu_result[1]&&!alu_result[0])?Read_data[31:0]:
                  (Load&&!alu_result[1]&&alu_result[0])?{rdata2[31:24],Read_data[31:8]}:
                  (Load&&alu_result[1]&&!alu_result[0])?{rdata2[31:16],Read_data[31:16]}:
                  {rdata2[31:8],Read_data[31:24]};
wire [31:0] wdata_res;
assign wdata_res = (opcode == 6'b100000 )?{{24{lb_data[7]}},lb_data[7:0]}:
                    ( opcode == 6'b100100) ? {24'b0,lb_data[7:0]}:
		    (opcode == 6'b100001 ) ?lh_data:
                    (opcode == 6'b100101)?lhu_data: 
                    (opcode[2:0] == 3'b010)?lwl_data:
                    (opcode[2:0] == 3'b110)?lwr_data:
                     Read_data[31:0];
wire swl;
wire swr;
wire sb;
wire sh;
assign swl = (Store & (opcode[2:0]==3'b010))?1:0;
assign swr = (Store & (opcode[2:0]==3'b110))?1:0;
assign sb  = (Store & (opcode[2:0]==3'b000))?1:0;
assign sh  = (Store & (opcode[2:0]==3'b001))?1:0;
wire [31:0] swl_data;
wire [31:0] swr_data;
wire [31:0] sb_data;
wire [31:0] sh_data;
assign swl_data = (!alu_result[1]&&!alu_result[0])?{24'b0,rdata2[31:24]}:
                  (!alu_result[1]&& alu_result[0])?{16'b0,rdata2[31:16]}:
                  ( alu_result[1]&&!alu_result[0])?{ 8'b0,rdata2[31: 8]}:
                  ( alu_result[1]&& alu_result[0])?rdata2[31: 0]:0;
assign swr_data = (!alu_result[1]&&!alu_result[0])?rdata2[31:0]:
                  (!alu_result[1]&& alu_result[0])?{rdata2[23:0], 8'b0}:
                  ( alu_result[1]&&!alu_result[0])?{rdata2[15:0],16'b0}:
                  ( alu_result[1]&& alu_result[0])?{rdata2[ 7:0],24'b0}:0;
assign sb_data =  (!alu_result[1]&&!alu_result[0])?{24'b0,rdata2[7:0]}:
                  (!alu_result[1]&& alu_result[0])?{16'b0,rdata2[7:0], 8'b0}:
                  ( alu_result[1]&&!alu_result[0])?{ 8'b0,rdata2[7:0],16'b0}:
                  ( alu_result[1]&& alu_result[0])?{rdata2[7:0],24'b0}:0;
assign sh_data = alu_result[1]?{rdata2[15:0],16'b0}:
                 !alu_result[1]?{16'b0,rdata2[15:0]}:0;
assign Write_data = sb?sb_data:sh?sh_data:swl?swl_data:swr?swr_data:rdata2;
assign Write_strb[0]=sb?(!alu_result[1]&&!alu_result[0]):
                     sh?(!alu_result[1]):
                     swr?(!alu_result[1]&&!alu_result[0]):
                     swl?((!alu_result[1]&&!alu_result[0])|
                          (!alu_result[1]&& alu_result[0])|
                          ( alu_result[1]&&!alu_result[0])|
                          ( alu_result[1]&& alu_result[0])):1;
assign Write_strb[1]=sb?(!alu_result[1]&& alu_result[0]):
                     sh?(!alu_result[1]):
                     swl?(alu_result[1] || alu_result[0]):
                     swr?(!alu_result[0]):
                     1;
assign Write_strb[2]=sb?( alu_result[1]&&!alu_result[0]):
                     sh?( alu_result[1]):
                     swl?( alu_result[1]):
                     swr?(!( alu_result[1]&& alu_result[0])):
                     1;
assign Write_strb[3]=sb?( alu_result[1]& alu_result[0]):
                     sh?( alu_result[1]):
                     swl?( alu_result[1]& alu_result[0]):
                     1;
assign RF_wen = R_C|I_C|Shift|Load|move_c|Jalr|Jal|Lui;
assign RF_waddr = RegDst? rd : (Jal?32'd31:rt);
assign RF_wdata = Load? wdata_res:
                  Shift? Shift_result:
                  (Jalr|Jal)?PC+8:
                  Move?rdata1:
                  alu_result;;
assign raddr1 = rs;
assign raddr2 = Regimm? 5'b0:rt;
reg_file RF(
.clk(clk), 
.rst(rst), 
.waddr(RF_waddr), 
.raddr1(raddr1), 
.raddr2(raddr2), 
.wen(RF_wen), 
.wdata(RF_wdata),
.rdata1(rdata1), 
.rdata2(rdata2)
);
assign alu_A =  rdata1;
assign alu_B = (R_C|Regimm|I_B) ? rdata2: extend;
wire [2:0]  aluop_RC;
wire [2:0]  aluop_Regimm;
wire [2:0]  aluop_IB;
wire [2:0]  aluop_IC;
assign aluop_RC = (R_C && (func[3:2] == 2'b00))?{func[1],2'b10}:
                  (R_C && (func[3:2] == 2'b01))?{func[1],1'b0,func[0]}:
                  {~func[0],2'b11};
assign aluop_Regimm = SLT;
assign aluop_IB = Ib1?SUB:SLT;
assign aluop_IC = (opcode[2:1] == 2'b00)?{opcode[1],2'b10}:
                  (opcode[2] == 1'b1)?{opcode[1],1'b0,opcode[0]}:
                  {~opcode[0],2'b11};
assign aluop = R_C?aluop_RC:
               Regimm?aluop_Regimm:
               I_B?aluop_IB:
               I_C?aluop_IC:
               ADD;
alu ALU(
.A(alu_A), 
.B(alu_B), 
.ALUop(aluop), 
.Overflow(overflow), 
.CarryOut(carryout), 
.Zero(zero), 
.Result(alu_result)
);
wire [31:0] PC_4;
wire [31:0] PC_result;
wire [31:0] PC_Branch;
wire [31:0] PC_next;
assign PC_4 = PC + 4;
assign PC_result = {PC_4[31:28],Instruction[25:0],2'b00};
assign PC_next = Branch?PC_Branch:
		 Jump?PC_result:
                 R_J?rdata1:
		 PC_4;
wire [31:0] PC_B;
assign PC_B={{14{immediate[15]}},immediate[15:0],2'b0};
alu PC_add(
.A(PC_4), 
.B(PC_B), 
.ALUop(ADD), 
.Overflow(), 
.CarryOut(), 
.Zero(), 
.Result(PC_Branch)
);
always @(posedge clk) begin
       if(rst)
          PC<=32'b0;
       else
          PC<=PC_next;
end
wire [31:0] shift_A;
wire [31:0] shift_B;
wire [1:0] shiftop;
wire [31:0] Shift_result;
assign shift_A = rdata2;
assign shift_B = (func[2]==0)?{27'b0,shamt[4:0]}:rdata1;
assign shiftop = func[1:0];
shifter Shifter(
.A(shift_A), 
.B(shift_B), 
.Shiftop(shiftop),
.Result(Shift_result)
);
endmodule
`timescale 10 ns / 1 ns
module shifter (
	input [32 - 1:0] A,
	input [32 - 1:0] B,
	input [1:0] Shiftop,
	output [32 - 1:0] Result
);
parameter sl  = 2'b00;
parameter srl = 2'b10;
parameter sr  = 2'b11;
assign Result = ({ 32{ Shiftop == sl  } } & A<<B[4:0] ) |
                ({ 32{ Shiftop == srl } } & A>>B[4:0] ) |
                ({ 32{ Shiftop == sr  } } & ({{32{A[31]}},A}>>B[4:0]) );
endmodule

===== flow/run.sh =====
#!/bin/bash
# OpenROAD 26Q1-2900-gdf79404cd8, Yosys 0.63+post, stock flow scripts
make -C /OpenROAD-flow-scripts/flow DESIGN_CONFIG=/design/flow/config.mk WORK_HOME=/design/flow/orfs finish

===== flow/config.mk =====
export PLATFORM = sky130hd
export DESIGN_NAME = mips_cpu
export DESIGN_NICKNAME = mips_cpu
export VERILOG_FILES = /design/flow/design.v
export SDC_FILE = /design/flow/constraint.sdc
export NUM_CORES = 4
export LEC_CHECK = 1
export CORE_UTILIZATION = 50

==> flow_summary.toml <==
# implementation run metrics
[synth]
ys_types = 103
synthCells = 5600
mux_area_frac = 0.1755
area_leaders = "edfxtp_1 (47%), mux4_2 (10%), mux2i_1 (5.8%)"
ys_top_logic_family = "AND-OR/OR-AND gates"
yosysCellCount = 5600
largest_area_cell = "edfxtp_1"
numSynthFlops = 1056
simple_gate_share = 0.09357
ys.flop_type = "edfxtp_1"
syn_area_per_cell_um2 = 11.62
yosys_warnings = 3
edf_count = 1024
netlist_area_um2 = 65100
synth_adder_area_share = 0.01426
synthXorXnorAreaFrac = 0.01924
async_flop_share = 0
ys_sh_aoi = 0.1792
yosysChipArea_um2 = 65100
top_area_frac = 0.4724
synth_seq_share = 0.4822

[pwr]
powerDensity_nw_per_um2 = 26.86
leakage_nw = 25.55
vdd_drop_max_mv = 0.02609
power_mw = 1.991

[clocking]
holdBufCountCts = 0
root_buffer = "clkbuf_16"
path_clk_slew_ns = 0.07
numCtsBuffers = 109
tritoncts = "yes"
htree_levels = 3
clock_latency_ns = 0.79
cts_resized = 0
cts_setup_buffers = 0
cts.path.max_buffers = 3
clock_sinks = 1056

[global_routing]
grt_usage = 0.5211
first_global_vias = 57148
antenna_found_initial = 20
grt_max_degree = 87
grt_pass1_wl_um = 436700
grt_overflow = 0

[detailed_routing]
vias = 56474
wl_per_cell_um = 41.52
firstDrtPassIters = 7
via_per_inst = 7.412
wl_um = 316300
drtAntennaViolNets = 0
drt-initial-drc-count = 6007
drt_drc_violations_left = 0

[critical_path]
r2r_end = "RF.r[15][22]"
cp-end-kind = "output pin"
cp_data_arrival_time_ns = 23.40
rr_worst_depth = 25
cp.required_ns = 53.76
worst-setup-path-type = "in2out"
worstPathMaxFanout = 27
r2r_setup_slack_ns = 57.90
r2r_start = "RF.r[30][9]"
critPathLaunchType = "input port"

[worst_hold_path]
worstHoldEndpoint = "PC[31]"
hp-class = "reg2reg"
min_path_cells = 3
hold_start = "PC[31]"

[place]
hpwlAfterDp_um = 206000
portBuffers = 165
gp_congestion = 1.073
dpl_cell_area_um2 = 70320
pre_cts_ws_ns = 30.80

[final_layout]
syn_to_final_growth_pct = 13.84
seq_area_um2 = 31390
lay_top_count = "edfxtp_1"
finalInstanceArea_um2 = 74100
drive_gt1_frac = 0.1843
nFillCells = 10491
final-comb-area_um2 = 32240
layout_top_cells = "edfxtp_1 (1,024), nand2_1 (473), mux2i_1 (377), buf_4 (351), a21oi_1 (342)"

[timing]
tightest_slew_ns = 1.303
fin_crit_sh = 0.5482
rsz0062_at_grt = "false"
period_minus_slack_ns = 36.84
final_hold_viol_count = 0
setup_ws_ns = 30.36
setup_viol_count_final = 0
finalSetupTns_ns = 0
skew_ns = 0.09687
drv_slew = 0
fmax_mhz = 27.15
relSlewSlack = 0.1251

[die]
die_area_um2 = 131600
row_count = 132
fp_util = 0.5034
fp.coreArea_um2 = 129300
io_pins = 168
die_w_um = 362.8
die_y_um = 362.8

[run]
tool_warnings = 27
maxCapViolations = 0

[run_status]
status = "finished clean"
==> area by class of cell <==
type	instances	share of cell area
inverters	54	0.002735
clock buffers	121	0.03742
flip-flops and latches	1056	0.4236
clock inverters	81	0.01268
repair buffers	517	0.05818
multi-input cells	4020	0.4350
diodes	28	0.0009455
well taps	1742	0.02941
==> cell families (layout without fill, tap and decap cells) <==
group / Yosys count / in the layout
AND/OR/NAND/NOR: 1323 / 1323
multiplexers: 763 / 763
XOR/XNOR: 143 / 143
buffers and inverters: 525 / 773
adder cells (fa/ha/maj): 74 / 74
AND-OR/OR-AND: 1715 / 1715
other: 1 / 30
flip-flops: 1056 / 1056
==> power breakdown <==
group	leakage (nW)	internal, mW	switching [mW]
Sequential	9.75	0.760	0.00469
Clock	1.80	0.360	0.270
Combinational	14.0	0.193	0.403
==> cell usage after synthesis, drive strengths merged (23+ instances only) <==
library cell  instances
buf                 224
o21ai               331
o221ai               40
edfxtp             1024
clkbuf              247
ha                   63
mux4                294
and2                 30
nor3                 92
o22ai               110
o31ai                23
mux2i               380
nand2b               30
and3                 33
a32oi                26
nand3               107
nand4                40
dfxtp                32
xnor2                90
a211oi              120
nor2                359
a21oi               350
a31oi                67
nand2               475
o21a                 31
nor2b                38
a2bb2oi              31
or3                  26
a221o                28
mux2                 89
a221oi               66
a311oi               27
nor4                 26
xor2                 53
inv                  53
a22oi               121
a21o                 50
o211ai               89
==> how the worst max path moves through the flow <==
stage | slack, ns | startpoint | to
final | 30.36 | Instruction[27] | Write_data[1]
after global routing | 29.81 | Instruction[21] | Write_data[4]
after CTS | 30.78 | Instruction[21] | Write_data[1]
==> stage by stage <==
step / utilization / hold slack [ns] / instances
floorplan: - / 0.6008 / 5601
global placement: 0.5438 / 0.7441 / 7389
detailed placement: 0.5438 / 0.7440 / 7389
CTS: 0.5725 / 0.7505 / 7591
global route: 0.5726 / 0.8123 / 7597
finish: 0.5730 / 0.7541 / 7619
==> worst max-delay path: stages <==
cell and delay, ns:
clkdlybuf4s50_1 0.40, buf_4 0.26, nor3b_4 0.23, buf_4 0.35
buf_4 0.42, nand2_2 0.55, buf_4 0.47, a221oi_1 0.33
o22ai_1 0.34, nor3_1 0.65, a21oi_1 0.12, xnor2_1 0.17
ha_1 0.45, and3_1 0.21, nand3_1 0.15, nor4_1 0.36
o211ai_1 0.24, o21ai_0 0.25, o211a_1 0.28, mux2i_1 0.65
or3_1 0.31, nand4_1 0.57, nand2_1 0.51, nand3_1 0.22
nor2_1 0.40, a21oi_1 0.23, o22ai_1 0.26, clkdlybuf4s50_1 0.49
==> metal layers <==
| metal | share of wire | track usage | vias to the layer above |
|---|---|---|---|
| li1 | - | - | 22809 |
| met1 | 0.30 | 0.5887 | 27063 |
| met2 | 0.42 | 0.6888 | 5157 |
| met3 | 0.19 | 0.3765 | 1375 |
| met4 | 0.089 | 0.3471 | 70 |
| met5 | 0.0080 | 0.1484 | - |
==> registers in the layout (all words and copies together), names as in the netlist <==
signal and cells:
RF.r 1024, PC 32
Power is estimated from default activity; no workload was simulated.
